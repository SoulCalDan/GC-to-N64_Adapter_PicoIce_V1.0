<file path="flow/config.mk">
export PLATFORM = sky130hd
export DESIGN_NAME = N64_Rate
export DESIGN_NICKNAME = N64_Rate
export VERILOG_FILES = /design/flow/design.v
export SDC_FILE = /design/flow/constraint.sdc
export NUM_CORES = 4
export LEC_CHECK = 1
export CORE_AREA = 10 10 109 109
export DIE_AREA = 0 0 119 119
export SYNTH_HDL_FRONTEND = slang
</file>
<file path="flow/constraint.sdc">
current_design N64_Rate

set clk_period 3.3
set clk_io_pct 0.2

create_clock -name clk0 -period $clk_period [get_ports {clk}]

set non_clock_inputs [all_inputs -no_clocks]
set_input_delay [expr $clk_period * $clk_io_pct] -clock clk0 $non_clock_inputs
set_output_delay [expr $clk_period * $clk_io_pct] -clock clk0 [all_outputs]
</file>
<file path="flow/design.v">
module N64_Rate (
    input clk , clk12 , 
    input [4:0] Response , 
    output N64clk , enable , t , output [7:0] GCdiv
);
reg N64clk = 0;  
reg [7:0] GCdiv = 8'b0; 
reg [10:0] GCcount = 11'd1; 
reg enable = 0; 
reg [4:0] GCreset = 0;
reg [10:0] GCstop = 11'd234; 
reg t = 0;
always @ ( posedge clk ) begin
	if ( clk12 ) begin
		if ( Response[4] == 1 ) begin
			GCreset <= 0;
			if ( GCcount < 200 ) begin
				t <= ~t;
				if ( GCdiv > 40 && GCdiv < 57 ) begin
					enable <= 1;
				end
				else if ( GCdiv > 56 ) begin
					GCdiv <= 52;
					N64clk <= ~N64clk;
					GCcount <= GCcount + 1;
				end
				else begin
					GCdiv <= GCdiv + 1;
				end
			end
			else begin
				enable <= 0;
			end
		end
		if ( Response[4] == 0 ) begin
			GCcount <= 0;
			GCdiv <= 0;
			if ( GCreset < 7 ) begin
				GCreset <= GCreset + 1;
				N64clk <= 0;
			end
			else if ( GCreset > 6 && GCreset < 21 ) begin
				GCreset <= GCreset + 1;
				N64clk <= 1;
			end
			else begin
				N64clk <= 0;
			end
		end
	end
end
always @ ( posedge enable ) begin
    if ( Response[4:0] == 5'b00001) begin
        GCstop <= 264; 
    end
    else if ( Response[4:0] == 5'b00010 ) begin
        GCstop <= 200;
    end
    else if ( Response[4:0] == 5'b00011 ) begin
        GCstop <= 515;
    end
    else begin
        GCstop <= 300;
    end
end
endmodule
</file>
<file path="flow/run.sh">
#!/bin/bash
# OpenROAD 26Q1-2900-gdf79404cd8, Yosys 0.63+post, stock flow scripts
make -C /OpenROAD-flow-scripts/flow DESIGN_CONFIG=/design/flow/config.mk WORK_HOME=/design/flow/orfs finish
</file>
==> git commit body <==
Store results of the implementation flow

- Synth Seq Share: a little over half
- The longest clock path from root to sink contains 2 buffers.
- After layout, the worst setup slack is 1.34 ns.
- Port bufs: 13
- Using the TritonRoute via totals, the vias-per-cell ratio works out to 3.69.
- The vertical die dimension reported for this design is approximately 120 µm.
- Sum of overflow across all layers after global routing: 0
- After detailed routing, the average wire length per cell comes to 9.62 µm.
* Highest fanout seen on the critical path: 12
- Clock sink total: 27
- The run finished with clean final reports.
- Per the final timing report, the hold violations number 0.
- For this run, the final setup violation count is recorded as 0.
* Critical path type: reg2reg
- In this run, distinct cell masters in the synthesized netlist total 37.
- Hold buffer count at CTS: 0
- # H-tree levels: 1
- Overall routing resource usage recorded by global route was between 3 and 4%.
* Max Transition Viols Final: 0
- Routed via count: between 1,000 and 1,500
- After synthesis, the design contains ~140 cells according to Yosys.
* Boundary pin count: 18
* Buffers inserted by post-CTS timing repair: 0
- The power report puts the leakage power at ~0.62 nW.
* Wire length of the first global-routing pass: between 4000 and 5000 µm
- The final critical path takes up 59.3% of the cycle.
- Number of placed instances, taps included: 284
- Each instance of the synthesized netlist takes up on average between 10 and 15 µm².
* Max-cap violations: 0
* Worst slack after detailed placement: about 1.1 ns
- Filler instances: about 1,100
- Core Rows: 36
- DRC violation total after the first TritonRoute iteration: around 63
- Warnings raised by the tools during the run amount to 31.
* Total length of routed wires: 2770 µm
* Endpoint type of the worst setup path: register
- The number of antenna diodes in the final layout is 0.
- Std-Cell Core Area: 0.00964 mm²
- Path class of the lowest-slack min-delay path: reg2reg
* Final non-filler cell area: between 0.0015 and 0.002 mm²
* Setup repair after global routing missed its margin: false
- Final min period: just under 2 ns
- The finished layout holds about 290 standard cells, fillers aside.
- TritonCTS clock tree: yes
* Area of the mapped netlist: between 0.0015 and 0.002 mm²
- In the floorplan report the effective utilization is about 16%.
- Highest achievable clock rate: between 500 and 600 MHz
* Final estimated routing congestion in global placement: approximately 0.76
* Cell area after placement: around 0.0018 mm²
- The via count of the first global-routing pass came to between 1,000 and 1,500.
* Warning count from the yosys run: 0
- Startpoint Class: register
* Post-DRT Antenna Nets: 0
* Clk root buf: sky130_fd_sc_hd__clkbuf_8
* Proportion of layout cells with a drive suffix above 1: between 6 and 7%
- Entering global routing, the biggest net connects 16 pins.
- Total power normalized to cell area comes to around 370 mW/mm².
- Yosys reports a chip area of ~0.0015 mm².
* Smallest hold slack: between 0.5 and 0.6 ns
- Critical path data arrival time: around 1.9 ns
- The wire-length estimate of the detail-placed layout is roughly 1900 µm.
- Between clock sinks in the finished design, the worst skew comes to 0.00489 ns.
- Measured along the x axis, the die boundary spans 119 µm.
- Flops after synth: 27
- After detailed routing, the number of remaining DRC violations is 0.
* DR pass1 iterations: 4
* Overall chip area: around 0.014 mm²
- Gates resized during post-CTS repair numbered 0.
* Number of antenna violations at the first check in global routing: 0
- IR Drop Worst-Case VDD: 0.205 mV
* Setup TNS Final: 0 ns
- For the worst-skew pair, the clock arrives at the later sink with an insertion delay of 0.27 ns.
* Data required time at the worst endpoint: 3.28 ns
- Area overhead of the layout relative to synthesis: 23.1%
* Clock transition at the registers of the reported paths: 0.09 ns
* Gate Count Post-Synth: 138
- Inserted Clock Buffers: 3
==> report_power, final <==
part | total [mW] | internal, mW | switching [mW]
clock | 0.190 | 0.0865 | 0.103
combinational | 0.0830 | 0.0447 | 0.0383
sequential | 0.430 | 0.403 | 0.0272
==> critical path, cell delays in order (launching register included) <==
cell	delay [ns]
sky130_fd_sc_hd__edfxtp_1	0.48
sky130_fd_sc_hd__o311a_1	0.42
sky130_fd_sc_hd__nor4_4	0.23
sky130_fd_sc_hd__nand3b_2	0.15
sky130_fd_sc_hd__o22ai_1	0.15
sky130_fd_sc_hd__buf_4	0.23
==> final cells by class <==
class                   instances  area, µm²  area share (%)
inverters                       8       30.0            1.60
flip-flops and latches         27        811            43.2
multi-input cells             100        672            35.8
well taps                     133        166            8.87
clock buffers                   4       45.0            2.40
repair buffers                 16        153            8.13
==> cell usage in the layout (no fill, tap or decap), types with 2 or more instances in the layout <==
| cell | instances |
|---|---|
| sky130_fd_sc_hd__clkdlybuf4s50_1 | 13 |
| sky130_fd_sc_hd__a21oi_1 | 5 |
| sky130_fd_sc_hd__a21boi_0 | 6 |
| sky130_fd_sc_hd__nor2_1 | 7 |
| sky130_fd_sc_hd__nor3_1 | 7 |
| sky130_fd_sc_hd__nand3_1 | 7 |
| sky130_fd_sc_hd__nand4_1 | 3 |
| sky130_fd_sc_hd__and3_1 | 3 |
| sky130_fd_sc_hd__conb_1 | 2 |
| sky130_fd_sc_hd__xor2_1 | 4 |
| sky130_fd_sc_hd__o21ai_0 | 6 |
| sky130_fd_sc_hd__nand2_1 | 7 |
| sky130_fd_sc_hd__edfxtp_1 | 27 |
| sky130_fd_sc_hd__ha_1 | 5 |
| sky130_fd_sc_hd__inv_1 | 8 |
| sky130_fd_sc_hd__buf_4 | 3 |
| sky130_fd_sc_hd__and2_1 | 10 |
| sky130_fd_sc_hd__xnor2_1 | 8 |
| sky130_fd_sc_hd__clkbuf_8 | 3 |
| sky130_fd_sc_hd__nor2b_1 | 2 |
==> synthesized netlist by cell type <==
cell type                   instances  area [µm²]
sky130_fd_sc_hd__and3_1             3        18.8
sky130_fd_sc_hd__nand2_1            7        26.3
sky130_fd_sc_hd__inv_1              8        30.0
sky130_fd_sc_hd__a41oi_1            1        8.76
sky130_fd_sc_hd__nor2b_1            2        12.5
sky130_fd_sc_hd__and3_2             1        7.51
sky130_fd_sc_hd__o311a_1            1        10.0
sky130_fd_sc_hd__nand3b_2           1        11.3
sky130_fd_sc_hd__nand3b_1           1        7.51
sky130_fd_sc_hd__o21ai_0            6        30.0
sky130_fd_sc_hd__nand3_1            7        35.0
sky130_fd_sc_hd__a22oi_1            1        7.51
sky130_fd_sc_hd__xor2_1             4        35.0
sky130_fd_sc_hd__clkbuf_1           3        11.3
sky130_fd_sc_hd__and2_1            10        62.6
sky130_fd_sc_hd__or3_1              1        6.26
sky130_fd_sc_hd__edfxtp_1          27         811
sky130_fd_sc_hd__ha_1               5        62.6
sky130_fd_sc_hd__or4_1              1        7.51
sky130_fd_sc_hd__and4_1             1        8.76
sky130_fd_sc_hd__nand4_1            3        18.8
sky130_fd_sc_hd__xnor2_1            8        70.1
sky130_fd_sc_hd__nor4_4             1        21.3
sky130_fd_sc_hd__a31oi_1            1        6.26
sky130_fd_sc_hd__a311oi_1           1        8.76
sky130_fd_sc_hd__nand2b_1           1        6.26
sky130_fd_sc_hd__o2111ai_1          1        8.76
sky130_fd_sc_hd__o22ai_1            1        6.26
sky130_fd_sc_hd__buf_2              1        5.00
sky130_fd_sc_hd__o221a_2            1        11.3
sky130_fd_sc_hd__or4b_1             1        10.0
sky130_fd_sc_hd__a21oi_1            5        25.0
sky130_fd_sc_hd__conb_1             1        3.75
sky130_fd_sc_hd__a21boi_0           6        45.0
sky130_fd_sc_hd__nor2_1             7        26.3
sky130_fd_sc_hd__o21a_1             1        7.51
sky130_fd_sc_hd__nor3_1             7        35.0
==> per-stage QoR <==
stage          power (mW)  utilization, %
6_report            0.703            19.5
3_5_place_dp        0.522            19.0
2_1_floorplan       0.485               -
5_1_grt             0.738            19.5
3_3_place_gp        0.520            19.0
4_1_cts             0.712            19.5
==> per-layer routing <==
metal / GRT usage, % / up-vias / wire, µm
met5: 0 / - / 0
met2: 5.43 / 19 / 1060
met4: 0.382 / 0 / 28
li1: - / 546 / -
met1: 5.92 / 496 / 1470
met3: 1.58 / 2 / 210
==> sequential cells by signal, summed over array words and instances, names as in the netlist <==
signal   flops
GCreset      5
N64clk       1
enable       1
t            1
GCdiv        8
GCcount     11
==> cell families after synthesis <==
| kind of cell | after synthesis | synth area share [%] |
|---|---|---|
| and+or+nand+nor | 55 | 21.1 |
| DFF | 27 | 53.2 |
| AOI/OAI and AO/OA | 26 | 11.5 |
| xor gates and xnor gates | 12 | 6.89 |
| buffers and inverters | 12 | 3.03 |
| adders and majority gates | 5 | 4.10 |
| other | 1 | 0.246 |
==> path summary, 6_finish.rpt <==
path	start	end	slack, ns	depth (start not counted)
max reg2reg	GCcount[5]$_SDFFCE_PN0P_	GCcount[1]$_SDFFCE_PN0P_	1.34	5
min	t$_DFFE_PP_	t$_DFFE_PP_	0.55	1
max	GCcount[5]$_SDFFCE_PN0P_	GCcount[1]$_SDFFCE_PN0P_	1.34	5
min reg2reg	t$_DFFE_PP_	t$_DFFE_PP_	0.55	1
Power figures rest on the tool's default switching activity, not on a simulated workload.
